### /design/flow/config.mk
export PLATFORM = sky130hd
export DESIGN_NAME = IF
export DESIGN_NICKNAME = IF
export VERILOG_FILES = /design/flow/design.v
export SDC_FILE = /design/flow/constraint.sdc
export NUM_CORES = 4
export LEC_CHECK = 1
export CORE_UTILIZATION = 30
### /design/flow/constraint.sdc
current_design IF

set clk_period 6.5
set clk_io_pct 0.2

create_clock -name clk0 -period $clk_period [get_ports {clk}]

set non_clock_inputs [all_inputs -no_clocks]
set_input_delay [expr $clk_period * $clk_io_pct] -clock clk0 $non_clock_inputs
set_output_delay [expr $clk_period * $clk_io_pct] -clock clk0 [all_outputs]
### /design/flow/design.v
`timescale 1ns/1ns
module b32adder(input [31:0] a,b, output reg [31:0] out);
    assign out = a+ b;
endmodule
`timescale 1ns/1ns
module b32regen(input [31:0] in, input clk, rst, enable, output reg [31:0] out);
  reg [31:0] a;
  always@(posedge clk, posedge rst) begin
    if(rst)
      out <= 31'b0;
  else begin
    if(enable)
          out <= in;
    end
    end
endmodule
`timescale 1ns/1ns
module IF( input clk, rst, freeze, BranchTaken,
              input [31:0]  BranchAddr,               
              output [31:0] PC, Instruction);
  logic [31:0] n4 = 32'd4;
  logic [31:0] pcin ,pcout,
              addout,instmem_out;
  assign pcin = (BranchTaken == 1'b1) ? BranchAddr : addout;
  logic pc_en;
  assign pc_en = ~(freeze & ~BranchTaken);
  b32regen PCReg(pcin, clk, rst, pc_en, pcout);
  instmem IM(pcout, clk, rst, instmem_out);
  b32adder A1(n4, pcout, addout);
  assign PC = addout;
  assign Instruction = instmem_out;
endmodule
`timescale 1ns/1ns
module instmem(input[31:0] address, input clk,rst, output[31:0] inst);
  logic [31:0] pc, instruction;
  assign pc = address ;
  always@(*) begin
  case (pc)
      0 : instruction <= 32'b11100011101000000000000000010100;
      4 : instruction <= 32'b11100011101000000001101000000001;
      8 : instruction <= 32'b11100011101000000010000100000011;
     12 : instruction <= 32'b11100000100100100011000000000010;
     16 : instruction <= 32'b11100000101000000100000000000000;
     20 : instruction <= 32'b11100000010001000101000100000100;
     24 : instruction <= 32'b11100000110000000110000010100000;
     28 : instruction <= 32'b11100001100001010111000101000010;
     32 : instruction <= 32'b11100000000001111000000000000011;
     36 : instruction <= 32'b11100001111000001001000000000110;
     40 : instruction <= 32'b11100000001001001010000000000101;
     44 : instruction <= 32'b11100001010110000000000000000110;
     48 : instruction <= 32'b00010000100000010001000000000001;
     52 : instruction <= 32'b11100001000110010000000000001000;
     56 : instruction <= 32'b00000000100000100010000000000010;
     60 : instruction <= 32'b11100011101000000000101100000001;
     64 : instruction <= 32'b11100100100000000001000000000000;
     68 : instruction <= 32'b11100100100100001011000000000000;  
     72 : instruction <= 32'b11100100100000000010000000000100;
     76 : instruction <= 32'b11100100100000000011000000001000;
     80 : instruction <= 32'b11100100100000000100000000001101;
     84 : instruction <= 32'b11100100100000000101000000010000;  
     88 : instruction <= 32'b11100100100000000110000000010100;
     92 : instruction <= 32'b11100100100100001010000000000100;
     96 : instruction <= 32'b11100100100000000111000000011000; 
    100 : instruction <= 32'b11100011101000000001000000000100;  
    104 : instruction <= 32'b11100011101000000010000000000000;
    108 : instruction <= 32'b11100011101000000011000000000000;
    112 : instruction <= 32'b11100000100000000100000100000011;  
    116 : instruction <= 32'b11100100100101000101000000000000;
    120 : instruction <= 32'b11100100100101000110000000000100;
    124 : instruction <= 32'b11100001010101010000000000000110;
    128 : instruction <= 32'b11000100100001000110000000000000;  
    132 : instruction <= 32'b11000100100001000101000000000100;
    136 : instruction <= 32'b11100010100000110011000000000001;
    140 : instruction <= 32'b11100011010100110000000000000011;  
    144 : instruction <= 32'b10111010111111111111111111110111;
    148 : instruction <= 32'b11100010100000100010000000000001;
    152 : instruction <= 32'b11100001010100100000000000000001;
    156 : instruction <= 32'b10111010111111111111111111110011;  
    160 : instruction <= 32'b11100100100100000001000000000000;
    164 : instruction <= 32'b11100100100100000010000000000100;
    168 : instruction <= 32'b11100100100100000011000000001000;  
    172 : instruction <= 32'b11100100100100000100000000001100;  
    176 : instruction <= 32'b11100100100100000101000000010000;
    180 : instruction <= 32'b11100100100100000110000000010100; 
    184 : instruction <= 32'b11101010111111111111111111111111;  
    default : instruction <= 32'b0; 
  endcase
  end
 assign inst = instruction; 
endmodule
### /design/flow/run.sh
#!/bin/bash
# OpenROAD 26Q1-2900-gdf79404cd8, Yosys 0.63+post, stock flow scripts
make -C /OpenROAD-flow-scripts/flow DESIGN_CONFIG=/design/flow/config.mk WORK_HOME=/design/flow/orfs finish
==> results_slide.txt <==
Physical Implementation Snapshot

STA
  – Post-layout period usage of the worst path: 0.721
  – Worst Max-Slew Pin Slew: roughly 860 ps
  – Tmin final: roughly 4700 ps
  – Setup TNS: 0 ps
  – Worst rel slew slack: 0.425
  – RSZ-0062 raised after global routing: false
  – Final Hold Viols: 0
  – Final setup vio count: 0
  – Slew Limit Fails: 0
  – Fmax: approximately 210 MHz
  – Skew final: between 6 and 7 ps

Logic synthesis
  – Cell Type Count: ~76
  – Register bit total from synthesis: 32
  – Asr flop ratio synth: 1.00
  – Top FF cell, synth: dfrtp_1
  – Post-synthesis sequential area ratio: 0.201
  – Synth area leaders: dfrtp_1 (20%), nand2_1 (7.8%), xnor2_1 (7.7%)
  – Yosys Chip Area: 3980 µm²
  – Post-synth EDFFs: 0
  – Synth area leader: dfrtp_1
  – Cell count listed in synth_stat.txt: about 540
  – Avg Inst Size Synth: approximately 7.3 µm²
  – YS warnings: 4
  – Top cell type's share of synthesized area: 0.201
  – Synthesized area: between 3000 and 4000 µm²
  – Cells after synthesis: 543

GRT
  – Initial antenna violation count: 0
  – GR Overflow Total: 0
  – First-pass GRT wire length: around 21,000 µm
  – Pin count of the biggest net entering global routing: 63
  – Total track usage: 0.203
  – Vias in the first global route: 3,998

Critical path
  – Crit-path max cell delay: about 730 ps
  – Critical Path AT: roughly 3400 ps
  – Worst Path Buf+Inv: 1
  – CP max FO: 20
  – Crit-path slowest cell: ha_1
  – Critical path type: reg -> out
  – Crit path max-delay family: simple AND/OR/NAND/NOR gates
  – Worst-path cell chain: ha_1 > and3_1 > nand4_1 > nor3_2 > nand3_1 > xnor2_1 > clkdlybuf4s50_1
  – Critical path launch point type: flop
  – CP required: ~5200 ps
  – Nature of the critical path endpoint: output port

Layout
  – Fill cells: between 1,000 and 1,500
  – Top reg by flops: PCReg.out
  – Largest regs: PCReg.out x32
  – Max FFs per register: 32
  – Share of cells above drive strength 1: 0.0817
  – Most numerous logic cells after layout: clkdlybuf4s50_1 (98), nand2_1 (83), nor2_1 (36)
  – Final Instance Count excl. Fillers: 772
  – Dominant logic cell type in the layout: clkdlybuf4s50_1
  – Fin util: 0.400
  – Layout Area Growth over Synthesis: 28.5%

CTS
  – Latency at later pin: 280 ps
  – Postcts setup bufs: 0
  – Hold_buf cts: 0
  – CTS tree: built
  – Clock Pin Slew Worst Setup and Hold Paths: approximately 60 ps
  – Post-CTS sizing: 0
  – H-tree Lvls: 2
  – Root buffer cell: clkbuf_16
  – CTS Buf Count: 5
  – Clock Tree Buf Depth: 2
  – Clk sink count: 32

Placement
  – Final HPWL DP: roughly 9600 µm
  – Inst Count DP: approximately 760
  – GP Congestion: between 0.9 and 1
  – Port bufs: between 90 and 100

Floorplanning
  – Core Region: between 10,000 and 15,000 µm²
  – Num rows: slightly above 40
  – Die Span Y: 117 µm
  – I/O pin count: around 100
  – FP Core Util: 0.312
  – Die W: around 120 µm
  – Chip area: 13,700 µm²

Drt
  – WL/cell: 17.2 µm
  – Drt total wl: about 13,000 µm
  – DR WL met2: 5670 µm
  – Initial DRC Count: 494
  – DRC viols: 0
  – Met1 Wirelength: between 6000 and 7000 µm
  – Drt first pass iters: 6
  – Routed length on met3: about 1300 µm
  – Max Used Layer: met4
  – Routed Antenna Nets: 0
  – ANT cells: 0
  – Vias per cell: about 5.6
  – Via count: between 4,000 and 5,000

Status
  – Status: finished clean

Power and ir drop
  – Power density over the cells: between 150 and 200 nW/µm²
  – Leak: roughly 1.7 nW
  – IR drop worst, VDD: between 0.08 and 0.09 mV

Job
  – OpenROAD warnings: 28
  – Max_cap viols: 0

Hold path
  – Worst hold path class: reg -> reg
[layer usage]
layer  vias up  GRT usage
met1      2019      0.326
li1       2051          -
met4         0     0.0304
met2       206      0.282
met3        25     0.0446
met5         -          0
[cells in the mapped netlist (3+ instances only)]
cell	number
nand2_1	83
a211oi_1	3
dfrtp_1	32
o22ai_1	5
nand4_1	11
inv_1	6
buf_4	15
nor4_1	9
nor3b_1	3
and3_1	6
o21ai_1	18
nand3_1	24
a31oi_1	13
xnor2_1	35
nor2_1	36
nor3_1	9
nor4_4	3
nor4_2	3
nand4b_1	3
nand2b_1	7
mux2_2	3
clkbuf_1	14
o32a_1	3
buf_2	27
nor2_2	3
ha_1	4
a22oi_1	4
xor2_1	23
and2_1	4
o21ai_0	32
a21oi_1	33
a2111oi_0	4
nor2b_1	8
[tightest hold or removal path, cell delays in order, from the launching register on]
cell	delay [ps]
dfrtp_1	360
xnor2_1	130
o21ai_0	70
[cell type report]
cell class / instances / area [µm²] / share of cell area
clock buffer: 7 / 153 / 0.0299
clock inverter: 1 / 30.0 / 0.00587
inverter: 7 / 26.3 / 0.00514
multi-input combinational: 445 / 2830 / 0.554
sequential: 32 / 801 / 0.157
tap: 172 / 215 / 0.0421
timing repair buffer: 108 / 1050 / 0.206
[final timing paths]
path	endpoint	from	slack, ps	cells after the start
setup / recovery	PC[26]	PCReg.out[2]$_DFFE_PP0N_	1810	7
hold / removal	PCReg.out[5]$_DFFE_PP0N_	PCReg.out[5]$_DFFE_PP0N_	600	2
setup reg to reg	PCReg.out[24]$_DFFE_PP0N_	PCReg.out[2]$_DFFE_PP0N_	3860	6
hold reg to reg	PCReg.out[5]$_DFFE_PP0N_	PCReg.out[5]$_DFFE_PP0N_	600	2
max in group asynchronous	PCReg.out[1]$_DFFE_PP0P_	rst	4760	3
min in group asynchronous	PCReg.out[25]$_DFFE_PP0N_	rst	1420	3
[power breakdown]
part | switching [mW] | internal, mW | total [mW]
Sequential | 0.0407 | 0.218 | 0.259
Combinational | 0.166 | 0.132 | 0.298
Clock | 0.0876 | 0.202 | 0.289
[per-stage QoR]
| stage | power (mW) | instance area, µm² | hold WS [ps] | worst slack [ps] |
|---|---|---|---|---|
| after floorplan | 0.446 | 3980 | 574 | 3290 |
| after global placement | 0.559 | 4930 | 586 | 2190 |
| after detailed placement | 0.554 | 4930 | 588 | 2200 |
| after CTS | 0.847 | 5110 | 602 | 1870 |
| after global routing | 0.891 | 5110 | 627 | 1610 |
| final | 0.846 | 5110 | 596 | 1810 |
[kinds of logic (layout without fill, tap and decap cells)]
| kind of cell | after synthesis | after routing | synth area share |
|---|---|---|---|
| AND-OR/OR-AND | 143 | 143 | 0.228 |
| flip-flops | 32 | 32 | 0.201 |
| adder cells (fa/ha/maj) | 4 | 4 | 0.0126 |
| XOR/XNOR | 58 | 58 | 0.128 |
| multiplexers | 5 | 5 | 0.0135 |
| AND/OR/NAND/NOR | 235 | 235 | 0.331 |
| buffers and inverters | 66 | 123 | 0.0868 |
Power figures rest on the tool's default switching activity, not on a simulated workload.
